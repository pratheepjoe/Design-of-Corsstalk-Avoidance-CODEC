[./design.v]
module fpc_dec(
		data_in,
		data_out);										
input [4:0] data_in;
output [3:0] data_out;
wire [4:0] data_in;
reg [3:0] data_out; 
always @ (data_in)
begin 
	case(data_in)
	5'b00000 : data_out <= 4'b0000;
	5'b00001 : data_out <= 4'b0001;
	5'b00110 : data_out <= 4'b0010;
	5'b00011 : data_out <= 4'b0011;
	5'b01100 : data_out <= 4'b0100;
	5'b00111 : data_out <= 4'b0101;
	5'b01110 : data_out <= 4'b0110;
	5'b01111 : data_out <= 4'b0111;
	5'b10000 : data_out <= 4'b1000;
	5'b10001 : data_out <= 4'b1001;
	5'b11000 : data_out <= 4'b1010;
	5'b10011 : data_out <= 4'b1011;
	5'b11100 : data_out <= 4'b1100;
	5'b11001 : data_out <= 4'b1101;
	5'b11110 : data_out <= 4'b1110;
	5'b11111 : data_out <= 4'b1111;
	default : data_out <=4'bz;
	endcase		
end
endmodule
module fpc_dec_top(clk,
					rst,
					data_in,
					data_out);										
input clk,rst;
input [39:0] data_in;
output reg [31:0] data_out;
wire [39:0] data_in;
reg [31:0] data_temp;
fpc_dec dec1(data_in[4:0],data_temp[3:0]);
fpc_dec dec2(data_in[9:5],data_temp[7:4]);
fpc_dec dec3(data_in[14:10],data_temp[11:8]);
fpc_dec dec4(data_in[19:15],data_temp[15:12]);
fpc_dec dec5(data_in[24:20],data_temp[19:16]);
fpc_dec dec6(data_in[29:25],data_temp[23:20]);
fpc_dec dec7(data_in[34:30],data_temp[27:24]);
fpc_dec dec8(data_in[39:35],data_temp[31:28]);
always @ (posedge clk)
begin
	if(rst)
	begin
		data_out<=32'bz;
	end
	else
	begin
		data_out<=data_temp;
	end
end
endmodule
module fpc_enc(
		data_in,
		data_out);										
input [3:0] data_in;
output [4:0] data_out;
wire [3:0] data_in;
reg [4:0] data_out; 
always @ (data_in)
begin 
	case(data_in)
	4'b0000 : data_out <= 5'b00000;
	4'b0001 : data_out <= 5'b00001;
	4'b0010 : data_out <= 5'b00110;
	4'b0011 : data_out <= 5'b00011;
	4'b0100 : data_out <= 5'b01100;
	4'b0101 : data_out <= 5'b00111;
	4'b0110 : data_out <= 5'b01110;
	4'b0111 : data_out <= 5'b01111;
	4'b1000 : data_out <= 5'b10000;
	4'b1001 : data_out <= 5'b10001;
	4'b1010 : data_out <= 5'b11000;
	4'b1011 : data_out <= 5'b10011;
	4'b1100 : data_out <= 5'b11100;
	4'b1101 : data_out <= 5'b11001;
	4'b1110 : data_out <= 5'b11110;
	4'b1111 : data_out <= 5'b11111;
	default : data_out <= 5'bz;
	endcase		
end
endmodule
module fpc_enc_top(clk,
					rst,
					data_in,
					data_out);										
input clk,rst;
input [31:0] data_in;
output reg [39:0] data_out;
wire [31:0] data_in; 
reg [39:0] data_temp;
fpc_enc enc1(data_in[3:0],data_temp[4:0]);
fpc_enc enc2(data_in[7:4],data_temp[9:5]);
fpc_enc enc3(data_in[11:8],data_temp[14:10]);
fpc_enc enc4(data_in[15:12],data_temp[19:15]);
fpc_enc enc5(data_in[19:16],data_temp[24:20]);
fpc_enc enc6(data_in[23:20],data_temp[29:25]);
fpc_enc enc7(data_in[27:24],data_temp[34:30]);
fpc_enc enc8(data_in[31:28],data_temp[39:35]);
always @ (posedge clk)
begin
	if(rst)
	begin
		data_out<=40'bz;
	end
	else
	begin
		data_out<=data_temp;
	end
end
endmodule
module fpc_top(clk,
					rst,
					data_in,
					data_out);										
input clk,rst;
input [31:0] data_in;
output [31:0] data_out;
wire [31:0] data_in;
wire [39:0] data_temp; 
fpc_enc_top enc(.clk(clk),.rst(rst),.data_in(data_in),.data_out(data_temp));
fpc_dec_top dec(.clk(clk),.rst(rst),.data_in(data_temp),.data_out(data_out));
endmodule
[./run.sh]
#!/bin/bash
# OpenROAD 26Q1-2900-gdf79404cd8, Yosys 0.63+post, stock flow scripts
make -C /OpenROAD-flow-scripts/flow DESIGN_CONFIG=/design/flow/config.mk WORK_HOME=/design/flow/orfs finish
[./config.mk]
export PLATFORM = sky130hd
export DESIGN_NAME = fpc_top
export DESIGN_NICKNAME = fpc_top
export VERILOG_FILES = /design/flow/design.v
export SDC_FILE = /design/flow/constraint.sdc
export NUM_CORES = 4
export LEC_CHECK = 1
export CORE_AREA = 10 10 101 101
export DIE_AREA = 0 0 111 111
[./constraint.sdc]
current_design fpc_top

set clk_period 1.0
set clk_io_pct 0.2

create_clock -name clk0 -period $clk_period [get_ports {clk}]

set non_clock_inputs [all_inputs -no_clocks]
set_input_delay [expr $clk_period * $clk_io_pct] -clock clk0 $non_clock_inputs
set_output_delay [expr $clk_period * $clk_io_pct] -clock clk0 [all_outputs]
==> results.txt <==
run metrics: row count=33, crit path max fanout=1, clock buffer depth=2, HPWL Detailed=2100 um, RSZ-0062 raised after global routing=false, Worst Setup End Kind=output pin, port bufs=64, TritonCTS buffer count=9, crit share post-route=0.941, FF/Latch Area=1280 um^2, max-slew headroom at the worst pin=0.930, Slew Limit Fails=0, P_leak=0.908 nW, clock sink count=64, #FFs+latches synth=64, reg2reg path depth=0, Inst Count DP=233, Top cells by area=dfxtp_1, clkbuf_1, multi-input gates=0, CTS root buf=clkbuf_8, Worst Setup SP=dec.data_out[16], RePlAce Congestion=0.712, Peak Freq=1060 MHz, CP endpoint=data_out[16], fin cells=249, layout cells sized above 1=0.340, worst-path cell chain=buf_2, DRT Pass-1 Iters=4, run status=finished, final reports clean, PwrDens=2530 nW/um^2, vias=691, cell type with the largest total area=dfxtp_1, Area growth, synth to finish=55.3%, class of the worst hold path=in -> reg, Setup-failing EPs final=0, n_diodes=0, Commonest Layout Cell=dfxtp_1, Final Critical Period=0.941 ns, FF-to-FF setup slack=0.60 ns, Hold Path Origin=data_in[9], Setup Skew=0.00413 ns, synthesized area=1370 um^2, Late-Pin Clk Latency=0.32 ns, Top cell area share=0.934, Die W=111 um, max-capacitance violation count=0, DRC=0, Mapped Cells=88, Crit Reg-Reg Endpoint=dec.data_out[7], WP data arrival=0.74 ns, total number of yosys warnings=8, routed wire length=2740 um, WL/cell=11.0 um, Worst path max stage delay=0.30 ns, clock slew at reported path FFs=0.06 ns, Max VDD drop=0.000596 V, WHS Path Cells=1, worst path required time=0.80 ns, yosys stat chip area=1370 um^2, WP depth=1, Initial DRC Count=10, Startpoint Class=register, DIE AREA=12,300 um^2, Yosys cell types=2, Buf/Inv on CP=1, syn_area_per_cell=15.6 um^2, Worst-Margin Slew=0.104 ns, most frequent cells in the layout=dfxtp_1, clkdlybuf4s50_1, buf_2, Tot Pwr=5.38 mW, RR Startpoint=dec.dec2.data_out[3], Slowest cell on crit path=dfxtp_1, FP Core Util=0.169, core area=8130 um^2, total gr overflow=0, Synth Seq Share=0.934, Filler Cells Inserted=832, CTS tree=yes, H-tree depth=3, Die Y=111 um, final hold violation count=0, TNS Setup=0 ns, GRT Overall Usage=0.0436, Via density=2.78, post-synthesis cell count from yosys=88, initial antenna violation count=0, vias in the first global route=767, CP Class=reg -> out, logic area=0 um^2, count of tool warnings=26, Setup Buffers After CTS=0, first-pass GRT wire length=4240 um, Post-DRT Antenna Nets=0, IO Pins=66, largest net degree at the start of global routing=11, crit-path leading delay family=flip-flops
[layout make-up]
class                 instances  share of cell area
sequential                   64               0.603
timing repair buffer         64               0.226
clock buffer                 14              0.0811
tap                         105              0.0617
clock inverter                2              0.0282
[worst min path at each step]
| stage | endpoint | slack (ns) |
|---|---|---|
| final | dec.dec3.data_out[1] | 0.31 |
| after global routing | dec.dec3.data_out[3] | 0.28 |
| after CTS | dec.dec2.data_out[2] | 0.28 |
[cells in the mapped netlist]
master	instances
clkbuf_1	24
dfxtp_1	64
[timing repair]
action | CTS | global route
endpoints found under the setup margin | 32 | 0
hold buffers | 0 | 0
gates resized | 102 | 0
[metrics by stage]
stage / setup slack [ns] / cell area [um^2] / utilization / hold WS, ns
after floorplan: 0.538 / 1370 / - / 0.228
after global placement: 0.0271 / 2050 / 0.252 / 0.311
after detailed placement: 0.0163 / 2050 / 0.252 / 0.312
after CTS: 0.0231 / 2130 / 0.262 / 0.277
after global routing: 0.00825 / 2130 / 0.262 / 0.284
final: 0.0591 / 2130 / 0.262 / 0.312
[power breakdown]
group / total, mW / leakage (nW) / internal, mW / switching (mW)
clock: 2.50 / 0.117 / 1.61 / 0.884
sequential: 2.71 / 0.540 / 2.69 / 0.0255
combinational: 0.176 / 0.251 / 0.149 / 0.0275
[flip-flops by register name (all words and copies together), names as in the netlist]
| register | count |
|---|---|
| dec.dec2.data_out | 4 |
| dec.dec6.data_out | 4 |
| dec.dec1.data_out | 4 |
| dec.dec5.data_out | 4 |
| dec.dec4.data_out | 4 |
| dec.dec8.data_out | 4 |
| dec.dec7.data_out | 4 |
| dec.dec3.data_out | 4 |
| dec.data_out | 32 |
[kinds of logic after synthesis]
family	Yosys count	synth area share
DFF	64	0.934
buffers and inverters	24	0.0657
[layer usage]
layer  vias up  part of all wire  track usage
met5         -                 0            0
met4         0             0.014       0.0139
met3         6              0.11       0.0279
met2        38              0.47       0.0653
met1       302              0.41       0.0499
li1        345                 -            -
Power figures rest on the tool's default switching activity, not on a simulated workload.

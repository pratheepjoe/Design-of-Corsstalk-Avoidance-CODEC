==> flow/design.v <==
module foc_dec(
		data_in,
		data_out);										
input [4:0] data_in;
output [3:0] data_out;
wire [4:0] data_in;
reg [3:0] data_out; 
always @ (data_in)
begin 
	case(data_in)
	5'b00000 : data_out <= 4'b0000;
	5'b00100 : data_out <= 4'b0001;
	5'b00001 : data_out <= 4'b0010;
	5'b00101 : data_out <= 4'b0011;
	5'b00011 : data_out <= 4'b0100;
	5'b00111 : data_out <= 4'b0101;
	5'b10011 : data_out <= 4'b0110;
	5'b10111 : data_out <= 4'b0111;
	5'b10000 : data_out <= 4'b1000;
	5'b10100 : data_out <= 4'b1001;
	5'b10001 : data_out <= 4'b1010;
	5'b10101 : data_out <= 4'b1011;
	5'b11000 : data_out <= 4'b1100;
	5'b11100 : data_out <= 4'b1101;
	5'b11001 : data_out <= 4'b1110;
	5'b11101 : data_out <= 4'b1111;
	default : data_out <= 4'bz;
	endcase		
end
endmodule
module foc_dec_top(clk,
					rst,
					data_in,
					data_out);										
input clk,rst;
input [39:0] data_in;
output reg [31:0] data_out;
wire [39:0] data_in;
reg [31:0] data_temp;
foc_dec dec1(data_in[4:0],data_temp[3:0]);
foc_dec dec2(data_in[9:5],data_temp[7:4]);
foc_dec dec3(data_in[14:10],data_temp[11:8]);
foc_dec dec4(data_in[19:15],data_temp[15:12]);
foc_dec dec5(data_in[24:20],data_temp[19:16]);
foc_dec dec6(data_in[29:25],data_temp[23:20]);
foc_dec dec7(data_in[34:30],data_temp[27:24]);
foc_dec dec8(data_in[39:35],data_temp[31:28]);
always @ (posedge clk)
begin
	if(rst)
	begin
		data_out<=32'bz;
	end
	else
	begin
		data_out<=data_temp;
	end
end
endmodule
module foc_enc(
					data_in,
					data_out);										
input [3:0] data_in;
output [4:0] data_out;
wire [3:0] data_in;
reg [4:0] data_out; 
always @ (data_in)
begin 
	case(data_in)
	4'b0000 : data_out = 5'b00000;
	4'b0001 : data_out = 5'b00100;
	4'b0010 : data_out = 5'b00001;
	4'b0011 : data_out = 5'b00101;
	4'b0100 : data_out = 5'b00011;
	4'b0101 : data_out = 5'b00111;
	4'b0110 : data_out = 5'b10011;
	4'b0111 : data_out = 5'b10111;
	4'b1000 : data_out = 5'b10000;
	4'b1001 : data_out = 5'b10100;
	4'b1010 : data_out = 5'b10001;
	4'b1011 : data_out = 5'b10101;
	4'b1100 : data_out = 5'b11000;
	4'b1101 : data_out = 5'b11100;
	4'b1110 : data_out = 5'b11001;
	4'b1111 : data_out = 5'b11101;
	default : data_out = 5'bz;
	endcase		
end
endmodule
module foc_enc_top(
			clk,
			rst,
			data_in,
			data_out);										
input [31:0] data_in;
input clk,rst;
output reg [39:0] data_out;
wire [31:0] data_in; 
reg [39:0] data_temp;
foc_enc enc1(data_in[3:0],data_temp[4:0]);
foc_enc enc2(data_in[7:4],data_temp[9:5]);
foc_enc enc3(data_in[11:8],data_temp[14:10]);
foc_enc enc4(data_in[15:12],data_temp[19:15]);
foc_enc enc5(data_in[19:16],data_temp[24:20]);
foc_enc enc6(data_in[23:20],data_temp[29:25]);
foc_enc enc7(data_in[27:24],data_temp[34:30]);
foc_enc enc8(data_in[31:28],data_temp[39:35]);
always @ (posedge clk)
begin
	if(rst)
	begin
		data_out<=40'bz;
	end
	else
	begin
		data_out<=data_temp;
	end
end
endmodule
module foc_top(clk,
					rst,
					data_in,
					data_out);										
input clk,rst;
input [31:0] data_in;
output [31:0] data_out;
wire [31:0] data_in;
wire [39:0] data_temp; 
foc_enc_top enc(.clk(clk),.rst(rst),.data_in(data_in),.data_out(data_temp));
foc_dec_top dec(.clk(clk),.rst(rst),.data_in(data_temp),.data_out(data_out));
endmodule
==> flow/run.sh <==
#!/bin/bash
# OpenROAD 26Q1-2900-gdf79404cd8, Yosys 0.63+post, stock flow scripts
make -C /OpenROAD-flow-scripts/flow DESIGN_CONFIG=/design/flow/config.mk WORK_HOME=/design/flow/orfs finish
==> flow/config.mk <==
export PLATFORM = sky130hd
export DESIGN_NAME = foc_top
export DESIGN_NICKNAME = foc_top
export VERILOG_FILES = /design/flow/design.v
export SDC_FILE = /design/flow/constraint.sdc
export NUM_CORES = 4
export LEC_CHECK = 1
export CORE_UTILIZATION = 30
==> flow/constraint.sdc <==
current_design foc_top

set clk_period 1.0
set clk_io_pct 0.2

create_clock -name clk0 -period $clk_period [get_ports {clk}]

set non_clock_inputs [all_inputs -no_clocks]
set_input_delay [expr $clk_period * $clk_io_pct] -clock clk0 $non_clock_inputs
set_output_delay [expr $clk_period * $clk_io_pct] -clock clk0 [all_outputs]
==> ci_impl_report.md <==
## Synthesis and layout report

| Metric | Value |
|---|---|
| Hold_buf cts | 0 |
| Crit-path max cell delay | 0.31 ns |
| Commonest Layout Cell | dfxtp_1 |
| Crit path DRT | 0.80 ns |
| Worst path bufs/invs | 1 |
| Antenna violations before repair | 0 |
| Final min period | 0.936 ns |
| Initial DRC count | 8 |
| Flops after synth | 64 |
| Fillers | 391 |
| Logic cell area | 0 um2 |
| Rows | 24 |
| IO Port Bufs | 64 |
| Worst R2R Setup Slack | 0.58 ns |
| Synth unique cells | 2 |
| Global-route wire length before repair | 2810 um |
| FP Util | 31.3% |
| Post-synthesis cell area | 1370 um2 |
| CORE AREA | 4380 um2 |
| Total gr overflow | 0 |
| Number of global-route vias before repair | 570 |
| Crit path from | dec.data_out[27]$_DFF_P_ |
| Area grow syn2layout | 47.9% |
| Pwr Total | 0.00501 W |
| Num CTS Buffers | 9 |
| Cells after synthesis | 88 |
| Post-route ant nets | 0 |
| Final Hold Vio Count | 0 |
| Antenna Cells | 0 |
| Htree depth | 3 |
| Clock Latency Late Sink | 0.32 ns |
| F_max | 1070 MHz |
| Log Warnings | 26 |
| Die ar. | 4850 um2 |
| Syn Area/Cell | 15.6 um2 |
| Reg2Reg Capture Point | dec.data_out[0]$_DFF_P_ |
| Power density cells | 2470 nW/um2 |
| DR WL/cell | 9.45 um |
| Post-Route WL | 1850 um |
| Worst Max-Slew Pin Slew | 0.105 ns |
| DR vias | 662 |
| Drc violations | 0 |
| Synth warn | 8 |
| Routed vias/inst | 3.38 |
| Setup-failing EPs final | 0 |
| LEAKAGE | 0.895 nW |
| Root Driver | clkbuf_8 |
| Design area | 2030 um2 |
| Critical path peak fanout | 1 |
| CTS tree | done |
| Fin Clk Skew | 0.00306 ns |
| Final max-slew violation count | 0 |
| Comb gates | 0 |
| Post-layout period usage | 93.6% |
| Chip area line of the yosys report | 1370 um2 |
| Layout cells sized above 1 | 33.3% |
| Clock transition at the registers of the reported paths | 0.06 ns |
| Rel. slew slack | 93.0% |
| Hold crit path type | input port to register |
| Worst Setup End Kind | primary output |
| Iteration tally of the first detailed-router pass | 2 |
| WP data arrival | 0.74 ns |
| Postcts setup bufs | 0 |
| Outcome | finished clean |
| R2R depth | 0 |
| RSZ-0062 raised after global routing | false |
| Die extent in y | 69.6 um |
| Worst path cell trace | buf_2 |
| Worst setup path end | data_out[27] |
| Top Ports | 66 |
| GP Congestion | 0.691 |
| Seq share, synth | 93.4% |
| DIE WIDTH | 69.6 um |
| Top Family by Delay on Critical Path | flip-flops |
| Critical path depth in cells | 1 |
| CTS Buffer Depth | 2 |
| Number of cells in Yosys stat | 88 |
| WS Path Type | register to primary output |
| RR Startpoint | dec.dec1.data_out[0]$_DFF_P_ |
| VDD IR max | 1.01 mV |
| Total track usage | 7.88% |
| Area of placed instances | 1990 um2 |
| Crit-path slowest cell | dfxtp_2 |
| Largest net degree at the start of global routing | 11 |
| Max-cap violations | 0 |
| Num Clock Sinks | 64 |
| Most common logic cells in the final layout | dfxtp_1 (62), clkdlybuf4s50_1 (32), buf_2 (30) |
| Crit start category | register |
| Fin Setup TNS | 0 ns |
## worst min-delay path by stage
stage,slack (ns),end,start,cells past startpoint
after CTS,0.29,dec.dec2.data_out[1]$_DFF_P_,data_in[5],1
final,0.31,dec.dec2.data_out[1]$_DFF_P_,data_in[5],1
after global routing,0.29,dec.dec1.data_out[3]$_SDFF_PP0_,data_in[3],1
## metal layers
metal	wire, um	track usage, %	vias up
li1	-	-	345
met1	761	10.5	266
met2	775	10.0	44
met3	244	5.31	7
met4	70	3.56	0
met5	0	0	-
## where the power goes
group	switching (W)	internal, W
clock network	0.000848	0.00128
logic	0.0000204	0.000148
registers	0.0000257	0.00269
total	0.000895	0.00412
## flip-flops by register name (all words and copies together) (netlist names)
register and cells:
dec.dec8.data_out 4, dec.dec2.data_out 4, dec.dec5.data_out 4, dec.dec4.data_out 4, dec.data_out 32, dec.dec1.data_out 4
dec.dec3.data_out 4, dec.dec6.data_out 4, dec.dec7.data_out 4
## repair_timing
item                       CTS  global route
setup endpoints to repair   32             2
hold endpoints to repair     0             0
gates resized               96             2
## cell families after synthesis
family	synth area share, %
buffers and inverters	6.57
flip-flops	93.4
## synthesized netlist by cell type
library cell | count | area share, %
clkbuf_1 | 24 | 6.6
dfxtp_1 | 64 | 93
## layout make-up
class	instances	area [um2]	share of cell area, %
tap	52	65.1	3.21
clock inverter	3	40.0	1.97
timing repair buffer	64	480	23.7
sequential	64	1280	63.3
clock buffer	13	159	7.83
## stage by stage
step	hold WS [ns]	setup slack (ns)	util [%]	instances
after floorplan	0.228	0.538	-	88
after global placement	0.310	0.0415	45.3	180
after detailed placement	0.312	0.0404	45.3	180
after CTS	0.291	0.00444	46.5	196
after global routing	0.289	0.00976	46.3	196
final	0.313	0.0637	46.3	196
No activity file was given, so power comes from the tool's default toggle rates.

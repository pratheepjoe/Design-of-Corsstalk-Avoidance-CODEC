$ cat flow/design.v
module ftc_dec(
		data_in,
		data_out);										
input [3:0] data_in;
output [2:0] data_out;
wire [3:0] data_in;
reg [2:0] data_out; 
always @ (data_in)
begin 
	case(data_in)
	4'b0000 : data_out <= 3'b000;
	4'b0100 : data_out <= 3'b001;
	4'b0001 : data_out <= 3'b010;
	4'b0101 : data_out <= 3'b011;
	4'b0111 : data_out <= 3'b100;
	4'b1100 : data_out <= 3'b101;
	4'b1101 : data_out <= 3'b110;
	4'b1111 : data_out <= 3'b111;
	default : data_out <= 3'bz;
	endcase		
end
endmodule
module ftc_dec_top(clk,
					rst,
					data_in,
					data_out);										
input clk,rst;
input [43:0] data_in;
output reg [31:0] data_out;
wire [43:0] data_in;
reg [32:0]data_temp; 
ftc_dec dec1(data_in[3:0],data_temp[2:0]);
ftc_dec dec2(data_in[7:4],data_temp[5:3]);
ftc_dec dec3(data_in[11:8],data_temp[8:6]);
ftc_dec dec4(data_in[15:12],data_temp[11:9]);
ftc_dec dec5(data_in[19:16],data_temp[14:12]);
ftc_dec dec6(data_in[23:20],data_temp[17:15]);
ftc_dec dec7(data_in[27:24],data_temp[20:18]);
ftc_dec dec8(data_in[31:28],data_temp[23:21]);
ftc_dec dec9(data_in[35:32],data_temp[26:24]);
ftc_dec dec10(data_in[39:36],data_temp[29:27]);
ftc_dec dec11(data_in[43:40],data_temp[32:30]);
always @ (posedge clk)
begin 
	if(rst)
		begin 
		data_out=32'bz;
		end
	else 
		begin
		data_out[31:0]= data_temp[31:0];
		end
end
endmodule
module ftc_enc(
					data_in,
					data_out);										
input [2:0] data_in;
output [3:0] data_out;
wire [2:0] data_in;
reg [3:0] data_out; 
always @ (data_in)
begin 
	case(data_in)
	3'b000 : data_out <= 4'b0000;
	3'b001 : data_out <= 4'b0100;
	3'b010 : data_out <= 4'b0001;
	3'b011 : data_out <= 4'b0101;
	3'b100 : data_out <= 4'b0111;
	3'b101 : data_out <= 4'b1100;
	3'b110 : data_out <= 4'b1101;
	3'b111 : data_out <= 4'b1111;
	default : data_out <=4'bz; 
	endcase		
end
endmodule
module ftc_enc_top(	clk,
			rst,
			data_in,
			data_out);										
input clk,rst;
input [31:0] data_in;
output reg [43:0] data_out;
wire [31:0] data_in; 
reg [43:0] data_temp;
ftc_enc enc1(data_in[2:0],data_temp[3:0]);
ftc_enc enc2(data_in[5:3],data_temp[7:4]);
ftc_enc enc3(data_in[8:6],data_temp[11:8]);
ftc_enc enc4(data_in[11:9],data_temp[15:12]);
ftc_enc enc5(data_in[14:12],data_temp[19:16]);
ftc_enc enc6(data_in[17:15],data_temp[23:20]);
ftc_enc enc7(data_in[20:18],data_temp[27:24]);
ftc_enc enc8(data_in[23:21],data_temp[31:28]);
ftc_enc enc9(data_in[26:24],data_temp[35:32]);
ftc_enc enc10(data_in[29:27],data_temp[39:36]);
ftc_enc enc11({1'b0,data_in[31:30]},data_temp[43:40]);
always @ (posedge clk)
begin
	if(rst)
	begin
		data_out<=44'bz;
	end
	else
	begin
		data_out<=data_temp;
	end
end
endmodule
module ftc_top(clk,
					rst,
					data_in,
					data_out);										
input clk,rst;
input [31:0] data_in;
output [31:0] data_out;
wire [43:0] data_temp; 
ftc_enc_top enc(.clk(clk),.rst(rst),.data_in(data_in),.data_out(data_temp));
ftc_dec_top dec(.clk(clk),.rst(rst),.data_in(data_temp),.data_out(data_out));
endmodule
$ cat flow/run.sh
#!/bin/bash
# OpenROAD 26Q1-2900-gdf79404cd8, Yosys 0.63+post, stock flow scripts
make -C /OpenROAD-flow-scripts/flow DESIGN_CONFIG=/design/flow/config.mk WORK_HOME=/design/flow/orfs finish
$ cat flow/constraint.sdc
current_design ftc_top

set clk_period 1.0
set clk_io_pct 0.2

create_clock -name clk0 -period $clk_period [get_ports {clk}]

set non_clock_inputs [all_inputs -no_clocks]
set_input_delay [expr $clk_period * $clk_io_pct] -clock clk0 $non_clock_inputs
set_output_delay [expr $clk_period * $clk_io_pct] -clock clk0 [all_outputs]
$ cat flow/config.mk
export PLATFORM = sky130hd
export DESIGN_NAME = ftc_top
export DESIGN_NICKNAME = ftc_top
export VERILOG_FILES = /design/flow/design.v
export SDC_FILE = /design/flow/constraint.sdc
export NUM_CORES = 4
export LEC_CHECK = 1
export CORE_AREA = 10 10 102 102
export DIE_AREA = 0 0 112 112
==> results.sh <==
# source this file to load flow results
export IMPL_clockBufferDepth=2
export IMPL_drv_slew=0
export IMPL_worstHoldStart="data_in[7]"
export IMPL_required_ps=1220
export IMPL_setup_viol=0
export IMPL_warnings=37
export IMPL_cp_top_family="simple AND/OR/NAND/NOR gates"
export IMPL_worstPathMaxFanout=3
export IMPL_cp_arrival_ps=1170
export IMPL_n_fill_cell=802
export IMPL_worst_slack_ps=53.26
export IMPL_run_status="complete, no violations"
export IMPL_layout_area_comb_um2=853.3
export IMPL_reg2reg_depth=0
export IMPL_path_depth=5
export IMPL_r2r_start="dec.dec11.data_out[0]"
export IMPL_drc=0
export IMPL_finalCritPeriodShare_pct=94.67
export IMPL_slowest_delay_ps=340
export IMPL_yosysWarnings=8
export IMPL_post_dp_hpwl_um=2960
export IMPL_yosys_stat_area_mm2=0.002092
export IMPL_core_area_mm2=0.008217
export IMPL_grtUsageTotal_pct=6.127
export IMPL_p_seq_share_pct=49.9
export IMPL_dpl_cell_area_mm2=0.003219
export IMPL_path_buffers=2
export IMPL_grt_overflow=0
export IMPL_r2r_end="dec.data_out[30]"
export IMPL_rsz0062_at_grt="no"
export IMPL_cts_num_sinks=64
export IMPL_ant_nets=0
export IMPL_largest_register_ffs=32
export IMPL_cp_start_kind="input pin"
export IMPL_chip_area_mm2=0.01254
export IMPL_yosys_stat_seqShare_pct=61.24
export IMPL_first_iter_violations=24
export IMPL_xor_share_pct=0
export IMPL_cts_buffers_inserted=9
export IMPL_synthCells=172
export IMPL_cp_end_kind="flop"
export IMPL_irDropWorstVdd_uv=585.2
export IMPL_cts_root_buf="clkbuf_8"
export IMPL_antenna_found_initial=0
export IMPL_worst_pin_slew_ps=164.8
export IMPL_routed_wl_um=3817
export IMPL_maxCapViolCount=0
export IMPL_cts_tree="done"
export IMPL_final_area_mm2=0.003207
export IMPL_compound_area_share_pct=9.450
export IMPL_seq_area_mm2=0.001290
export IMPL_hold_class="input pin to flop"
export IMPL_synthToLayoutAreaGrowth_pct=53.29
export IMPL_dr_total_vias=1416
export IMPL_fmax_ghz=1.056
export IMPL_vias_per_cell=3.806
export IMPL_startpoint="data_in[0]"
export IMPL_cts_hold_buf=0
export IMPL_net_switching_power_uw=1183
export IMPL_clk_pin_slew_ps=70
export IMPL_rows=33
export IMPL_grt_pass1_vias=1475
export IMPL_ios=66
export IMPL_p_comb_share_pct=11.7
export IMPL_die_w_um=112
export IMPL_syn_area_per_cell_um2=12.16
export IMPL_ys_sh_mux_pct=2.033
export IMPL_grt_max_degree=11
export IMPL_internal_power_uw=4457
export IMPL_postCtsSetupRepairBufs=0
export IMPL_drive_gt1_share_pct=44.94
export IMPL_clkPwrFrac_pct=38.4
export IMPL_cellPowerDensity_mw_per_mm2=1759
export IMPL_instances_no_fill=372
export IMPL_post_drt_wl_per_cell_um=10.26
export IMPL_dr_pass1_iters=3
export IMPL_ys_sh_simple_pct=11.00
export IMPL_grt_first_pass_wirelength_um=6575
export IMPL_htree_levels=3
export IMPL_die_h_um=112
export IMPL_synthTopLogicFamily="adder cells"
export IMPL_ys_types=12
export IMPL_crit_path_end="dec.dec1.data_out[0]"
export IMPL_fp_util_pct=25.46
export IMPL_r2r_slack_ps=600
export IMPL_hold_viol_final=0
export IMPL_synth_area_mm2=0.002092
export IMPL_top_register="dec.data_out"
export IMPL_port_buffers=64
export IMPL_synthAdderAreaFrac_pct=11.96
export IMPL_relSlewSlack_pct=88.98
export IMPL_post_place_ws_ps=-747.2
export IMPL_crit_slowest_cell="or3b_1"
export IMPL_place_detailed_instances=356
export IMPL_leakage_uw=0.001431
export IMPL_synth_cells_yosys=172
export IMPL_swShare_pct=20.97
export IMPL_clock_latency_ps=320
export IMPL_min_period_ps=946.7
export IMPL_insertedDiodeCount=0
export IMPL_synth_flops=64
export IMPL_worst_setup_path_type="input pin to flop"
export IMPL_path_cells="buf_2, inv_8, ha_4, or3b_1, a31o_1"
export IMPL_gp_congestion=0.7202
export IMPL_skew_ps=3.796
==> logic make-up after synthesis <==
family / after synthesis
buffers and inverters: 24
AOI/OAI and AO/OA: 24
muxes: 4
DFF: 64
adders and majority gates: 20
and+or+nand+nor: 36
==> repair_timing <==
| item | 4_1_cts | 5_1_grt |
|---|---|---|
| resized | 172 | 4 |
| endpoints found under the setup margin | 55 | 4 |
| pin swaps | 1 | 0 |
==> stage by stage <==
step / hold slack (ps) / setup TNS (ps) / util, % / power, uW
3_3_place_gp: 310.0 / -14670 / 39.18 / 3664
6_report: 60.40 / 0 / 39.03 / 5640
5_1_grt: 31.71 / 0 / 39.03 / 5979
2_1_floorplan: 227.7 / -571.2 / - / 3143
4_1_cts: 36.70 / 0 / 39.24 / 5773
3_5_place_dp: 312.1 / -14830 / 39.18 / 3670
==> layer usage <==
layer  track usage, %  routed length [um]
met5                0                   0
met4            1.269                  86
met3            2.877                 311
met2            9.713                1724
met1            7.521                1695
==> how the worst min path moves through the flow <==
stage                           to  slack [ps]  cells past startpoint
CTS           dec.dec3.data_out[1]          40                      1
global route  dec.dec3.data_out[1]          30                      1
finish        dec.dec3.data_out[1]          60                      1
==> Yosys cell counts (all sizes together) <==
cell type,instances,area share [%]
nor2b,14,4.2
or3b,8,3.3
a21boi,10,3.6
mux2i,2,0.96
mux2,2,1.1
nand2b,8,2.4
ha,20,12
a31o,14,5.9
clkbuf,4,0.72
dfxtp,64,61
nand2,6,1.1
inv,20,3.6
==> cell usage in the layout, fill, tap and decap left out <==
master and instances:
mux2_4 2, a21boi_0 10, clkdlybuf4s50_1 12, ha_4 10
inv_8 16, nand2b_1 8, dlygate4sd2_1 4, buf_2 48
dfxtp_1 57, mux2i_1 2, ha_1 10, a31o_1 14
clkbuf_8 11, clkinv_2 2, bufinv_16 1, buf_4 19
clkbuf_1 2, nor2b_1 14, dfxtp_2 7, inv_2 4
or3b_1 8, nand2_1 6
==> power by group through the flow <==
stage,Sequential (uW),Combinational [uW],Clock (uW)
4_1_cts,2820,681,2280
5_1_grt,2840,745,2400
6_report,2810,659,2170
==> area by class of cell <==
| type | instances | area share [%] |
|---|---|---|
| Sequential cell | 64 | 40.23 |
| Multi-Input combinational cell | 84 | 26.61 |
| Timing Repair Buffer | 83 | 16.78 |
| Inverter | 20 | 6.087 |
| Clock buffer | 13 | 4.955 |
| Tap cell | 105 | 4.097 |
| Clock inverter | 3 | 1.249 |
Power figures rest on the tool's default switching activity, not on a simulated workload.
